## flow/design.v

```verilog
module dp_ram #(
	parameter adr_width = 11,
	parameter dat_width = 8 
) (
	input                       clk_a,
	input      [adr_width-1:0]  adr_a,
	output reg [dat_width-1:0]  dat_a,
	input                       clk_b,
	input      [adr_width-1:0]  adr_b,
	input      [dat_width-1:0]  dat_b,
	input                       we_b
);
parameter depth = (1 << adr_width);
reg [dat_width-1:0] ram [0:depth-1];
always @(posedge clk_a)
begin
	dat_a <= ram[adr_a];
end
always @(posedge clk_b)
begin
	if (we_b) begin
		ram[adr_b] <= dat_b;
	end
end
endmodule
module lac #(
	parameter       uart_freq_hz   =   100000000,
	parameter       uart_baud      =   115200,
	parameter       adr_width      =   11,
	parameter       width          =   8
) (
	input              reset,
	input              uart_clk,
	input              uart_rxd,
	output             uart_cts,
	output             uart_txd,
	input              uart_rts,
	input              probe_clk,
	input  [width-1:0] probe,
	output reg   [7:0] select
);
parameter cmd_nop      = 8'h20;
parameter cmd_arm      = 8'h01;
parameter cmd_disarm   = 8'h02;
assign uart_cts = 1;
reg          tx_wr;
wire         tx_busy;
reg    [7:0] tx_data;
wire   [7:0] rx_data;
wire         rx_avail;
reg          rx_ack;
uart #(
	.freq_hz( uart_freq_hz ),
	.baud(    uart_baud    )
) uart0 (
	.reset(       reset         ),
	.clk(         uart_clk      ),
	.uart_txd(    uart_txd      ),
	.uart_rxd(    uart_rxd      ),
	.rx_data(     rx_data       ),
	.rx_avail(    rx_avail      ),
	.rx_error(    rx_error      ),
	.rx_ack(      rx_ack        ),
	.tx_data(     tx_data       ),
	.tx_wr(       tx_wr         ),
	.tx_busy(     tx_busy       )
);
reg            [7:0] trig_mask;
reg            [7:0] trig_cond;
reg            [7:0] trig_pre;
reg  [adr_width-1:0] start_adr;    
reg                  armed;        
reg                  triggered;    
wire   rx_req;
assign rx_req = rx_avail & ~rx_ack;
reg                  triggered_synced;
wire     [width-1:0] read_dat;
reg  [adr_width-1:0] read_adr;
wire [adr_width-1:0] read_adr_next;
assign read_adr_next = read_adr + 1;
reg [2:0] state;
parameter s_idle       = 0;
parameter s_read_select= 1;
parameter s_read_mask  = 2;
parameter s_read_comp  = 3;
parameter s_read_pre   = 4;
parameter s_triggered  = 5;
parameter s_send_byte  = 6;
always @(posedge uart_clk)
begin
	if (reset) begin
		state     <= s_idle;
		select    <= 0;
		armed     <= 0;
		tx_wr     <= 0;
	end else begin
		triggered_synced <= triggered;
		rx_ack <= 0;      
		tx_wr  <= 0;
		case (state)
		s_idle: begin
			if (rx_req) begin
				case (rx_data)
				cmd_arm: begin
					rx_ack <= 1;
					state  <= s_read_select;
				end
				cmd_disarm: begin
					rx_ack <= 1;
					armed  <= 0;
				end
				default: begin
					rx_ack <= 1;
				end
				endcase
			end
			if (~rx_req && triggered_synced) begin
				state  <= s_triggered;
			end
		end
		s_read_select: begin
			if (rx_req) begin
				rx_ack    <= 1;
				select    <= rx_data;
				state     <= s_read_mask;
			end
		end
		s_read_mask: begin
			if (rx_req) begin
				rx_ack    <= 1;
				trig_mask <= rx_data;
				state     <= s_read_comp;
			end
		end
		s_read_comp: begin
			if (rx_req) begin
				rx_ack    <= 1;
				trig_cond <= rx_data;
				armed     <= 1;
				state     <= s_read_pre;
			end
		end
		s_read_pre: begin
			if (rx_req) begin
				rx_ack    <= 1;
				trig_pre  <= rx_data;
				armed     <= 1;
				state     <= s_idle;
			end
		end
		s_triggered: begin
			armed    <= 0;
			read_adr <= start_adr;
			tx_data  <= adr_width;
			tx_wr    <= 1;
			state    <= s_send_byte;
		end
		s_send_byte: begin
			tx_wr <= 0;
			if (~tx_busy & ~tx_wr) begin
				if (read_adr_next == start_adr)
					state    <= s_idle;
				read_adr <= read_adr_next;
				tx_data  <= read_dat;
				tx_wr    <= 1;
			end
		end
		default:
			state    <= s_idle;
		endcase
	end
end
reg        [width-1:0] probe_r;    
always @(posedge probe_clk)
	probe_r <= probe;
reg                    armed_synced;
reg                    armed_synced2;
reg                    sampling;
reg    [adr_width-1:0] write_adr;
wire   [adr_width-1:0] next_adr;
assign                 next_adr = write_adr + 1;
wire    cond_match;
assign  cond_match = (probe_r & trig_mask) == (trig_cond & trig_mask) && armed_synced2;
always @(posedge probe_clk)
begin
	if (reset) begin
		armed_synced  <= 0;
		armed_synced2 <= 0;
		sampling      <= 0;
		triggered     <= 0;
		write_adr     <= 0;
	end else begin
		armed_synced  <= armed;
		armed_synced2 <= armed_synced;
		if (armed_synced2 || sampling) begin
			write_adr <= next_adr;
		end
		if (~triggered && armed_synced2) begin
			if (cond_match) begin
				sampling  <= 1;
				triggered <= 1;
				start_adr <= write_adr;
			end
		end
		if (sampling && next_adr == start_adr) begin
			sampling <= 0;
		end
		if (~sampling && ~armed_synced2 && triggered) 
			triggered <= 0;
	end
end
wire   write_en;
assign write_en = sampling || cond_match;
dp_ram #(
	.adr_width( adr_width ),
	.dat_width(     width )
) ram0 (
	.clk_a(     uart_clk    ),
	.adr_a(     read_adr    ),
	.dat_a(     read_dat    ),
	.clk_b(     probe_clk   ),
	.adr_b(     write_adr   ),
	.dat_b(     probe_r     ),
	.we_b(      write_en    )
);
endmodule
module uart #(
	parameter          freq_hz = 100000000,
	parameter          baud    = 115200
) (
	input              reset,
	input              clk,
	input              uart_rxd,
	output reg         uart_txd,
	output reg [7:0]   rx_data,
	output reg         rx_avail,
	output reg         rx_error,
	input              rx_ack,
	input      [7:0]   tx_data,
	input              tx_wr,
	output reg         tx_busy
);
parameter divisor = freq_hz/baud/16;
reg [15:0] enable16_counter;
wire    enable16;
assign  enable16 = (enable16_counter == 0);
always @(posedge clk)
begin
	if (reset) begin
		enable16_counter <= divisor-1;
	end else begin
		enable16_counter <= enable16_counter - 1;
		if (enable16_counter == 0) begin
			enable16_counter <= divisor-1;
		end
	end
end
reg uart_rxd1;
reg uart_rxd2;
always @(posedge clk)
begin
	uart_rxd1 <= uart_rxd;
	uart_rxd2 <= uart_rxd1;
end
reg       rx_busy;
reg [3:0] rx_count16;
reg [3:0] rx_bitcount;
reg [7:0] rxd_reg;
always @ (posedge clk)
begin
	if (reset) begin
		rx_busy     <= 0;
		rx_count16  <= 0;
		rx_bitcount <= 0;
		rx_avail    <= 0;
		rx_error    <= 0;
	end else begin 
		if (rx_ack) begin
			rx_avail <= 0;
			rx_error <= 0;
		end
		if (enable16) begin
			if (!rx_busy) begin            
				if (!uart_rxd2) begin      
					rx_busy     <= 1;
					rx_count16  <= 7;
					rx_bitcount <= 0;
				end
			end else begin
				rx_count16 <= rx_count16 + 1;
				if (rx_count16 == 0) begin       
					rx_bitcount <= rx_bitcount + 1;
					if (rx_bitcount == 0) begin           
						if (uart_rxd2) begin
							rx_busy <= 0;
						end
					end else if (rx_bitcount == 9) begin  
						rx_busy <= 0;
						if (uart_rxd2) begin              
							rx_data  <= rxd_reg;
							rx_avail <= 1;
							rx_error <= 0;
						end else begin                   
							rx_error <= 1;
						end
					end else begin
						rxd_reg <= { uart_rxd2, rxd_reg[7:1] };
					end
				end
			end 
		end
	end
end
reg [3:0] tx_bitcount;
reg [3:0] tx_count16;
reg [7:0] txd_reg;
always @ (posedge clk)
begin
	if (reset) begin
		tx_busy     <= 0;
		uart_txd    <= 1;
	end else begin
		if (tx_wr && !tx_busy) begin
			txd_reg     <= tx_data;
			tx_bitcount <= 0;
			tx_count16  <= 1;
			tx_busy     <= 1;
			uart_txd    <= 0;
		end else if (enable16 && tx_busy) begin
			tx_count16  <= tx_count16 + 1;
			if (tx_count16 == 0) begin
				tx_bitcount <= tx_bitcount + 1;
				if (tx_bitcount == 8) begin
					uart_txd <= 'b1;
				end else if (tx_bitcount == 9) begin
					uart_txd <= 'b1;
					tx_busy  <= 0;
				end else begin
					uart_txd <= txd_reg[0];
					txd_reg  <= { 1'b0, txd_reg[7:1] };
				end
			end
		end
	end
end
endmodule
```

## flow/constraint.sdc

```tcl
current_design lac

set clk_period 49.7
set clk_io_pct 0.2

create_clock -name clk0 -period $clk_period [get_ports {probe_clk}]
create_clock -name clk1 -period $clk_period [get_ports {uart_clk}]

set non_clock_inputs [all_inputs -no_clocks]
set_input_delay [expr $clk_period * $clk_io_pct] -clock clk0 $non_clock_inputs
set_output_delay [expr $clk_period * $clk_io_pct] -clock clk0 [all_outputs]
```

## flow/run.sh

```bash
#!/bin/bash
# OpenROAD 26Q1-2900-gdf79404cd8, Yosys 0.63+post, stock flow scripts
make -C /OpenROAD-flow-scripts/flow DESIGN_CONFIG=/design/flow/config.mk WORK_HOME=/design/flow/orfs finish
```

## flow/config.mk

```make
export PLATFORM = sky130hd
export DESIGN_NAME = lac
export DESIGN_NICKNAME = lac
export VERILOG_FILES = /design/flow/design.v
export SDC_FILE = /design/flow/constraint.sdc
export NUM_CORES = 4
export LEC_CHECK = 1
export CORE_UTILIZATION = 30
export SYNTH_MEMORY_MAX_BITS = 65536
```

==> flow_metrics.env <==
# implementation run metrics
export IMPL_synth_simple_area_share=0.0203
export IMPL_cp_arrival_ns=1.97
export IMPL_port_buffers=19
export IMPL_grt_pass1_vias=348914
export IMPL_yosysUniqueCellTypes=84
export IMPL_yosys_warnings=4
export IMPL_row_count=536
export IMPL_fp_util=0.301
export IMPL_ys_ff=16542
export IMPL_status="complete, no violations"
export IMPL_die_area_um2=2140000
export IMPL_muxShareOfSynthArea=0.161
export IMPL_netlist_area_um2=640000
export IMPL_synth_cellmix_adderShare=0.000313
export IMPL_yosys_area_share_aoi=0.0256
export IMPL_critPathKind="flip-flop to output port"
export IMPL_track_usage=0.195
export IMPL_cts_setup_buffers=0
export IMPL_start_kind="flip-flop"
export IMPL_syn_inst=29542
export IMPL_final_layout_size_suffix_gt1_frac=0.245
export IMPL_pwr_density_cell_nw_per_um2=38.8
export IMPL_xor_area_frac=0.000931
export IMPL_vias_per_cell=5.21
export IMPL_fp_coreArea_um2=2130000
export IMPL_worstPathRequired_ns=39.76
export IMPL_finalSetupViolCount=0
export IMPL_relSlewSlack=0.0228
export IMPL_hpwl_um=1240000
export IMPL_whs_ns=0.138
export IMPL_tightest_slew_ns=1.45
export IMPL_io_pin_count=23
export IMPL_async_flop_share=0
export IMPL_finalMaxSlewViolations=0
export IMPL_leakage_nw=222
export IMPL_top_register="ram0.ram"
export IMPL_synth_seq_share=0.775
export IMPL_ys_flop_type="edfxtp_1"
export IMPL_drt_iter0_markers=21856
export IMPL_yosys_area_um2=640000
export IMPL_drt_total_wl_um=1960000
export IMPL_clock_sinks=16542
export IMPL_antenna_left=0
export IMPL_crit_chain="clkdlybuf4s50_1"
export IMPL_largest_reg_flops=16384
export IMPL_cts_resized=0
export IMPL_grt_max_degree=136
export IMPL_worstHoldPathType="flip-flop to flip-flop"
export IMPL_gp_congestion=0.916
export IMPL_crit_buf_inv=1
export IMPL_drc_errors=0
export IMPL_endpoint_kind="output port"
export IMPL_reg_top3="ram0.ram (16384), uart0.enable16_counter (16)"
export IMPL_area_growth_pct=14.1
export IMPL_fin_util=0.343
export IMPL_grt_pass1_wl_um=2700000
export IMPL_final_cell_mix="edfxtp_1 (16464), mux4_2 (3958), nor2_1 (2213)"
export IMPL_grt_antenna_before_repair=242
export IMPL_cts_tree="yes"
export IMPL_synth_edff_count=16464
export IMPL_vias=315881
export IMPL_synth_avg_cell_area_um2=21.7
export IMPL_tool_warnings=151
export IMPL_crit_path_max_fanout=2
export IMPL_top_area_frac=0.773
export IMPL_lay_top_count="edfxtp_1"
export IMPL_slowest_stage="dfxtp_1"
export IMPL_final_hold_violation_count=0
export IMPL_drtPass1Iterations=6
export IMPL_cap_violations=0
export IMPL_die_h_um=1460
export IMPL_ys_cells=29542
export IMPL_max_vdd_ir_drop_uv=35.6
export IMPL_top_area_cell="edfxtp_1"
export IMPL_synth_logic_top_family="multiplexers"
export IMPL_globalRouteOverflowTotal=0
export IMPL_crit_family="flip-flops"
export IMPL_skew_ns=0.208
export IMPL_fin_setup_tns_ns=0
export IMPL_clk_pin_slew_ns=0.07
export IMPL_avgRoutedWirePerCell_um=32.3
export IMPL_die_w_um=1460
export IMPL_fill_cells=192863
export IMPL_area_leaders="edfxtp_1 (77%), mux4_2 (14%), mux2i_1 (2.1%), nor2_1 (1.3%), a22oi_1 (0.52%)"
export IMPL_critPathMaxStageDelay_ns=0.76
export IMPL_grt_setup_unrepaired="false"
power breakdown:
group	switching (W)	internal [W]	total, W
clock network	0.00522	0.00680	0.0120
registers	0.0000104	0.0153	0.0153
logic	0.000681	0.000271	0.000952
total	0.00591	0.0224	0.0283
metal layers:
metal	wire, um	GRT usage	up-vias
li1	-	-	126950
met1	535000	0.172	160019
met2	868000	0.272	24245
met3	441000	0.206	4231
met4	104000	0.0891	436
met5	13200	0.0511	-
cells in the mapped netlist, drive strengths merged (97+ instances only):
cell type and count:
a31oi 97, mux2i 1360, a21oi 473, a221oi 248, buf 1100, o221ai 185, nand2 629, nor2 2242
a22oi 442, mux4 3958, clkbuf 846, o21ai 263, a211oi 118, o22ai 179, edfxtp 16464, nor3 115
cell type report:
class                           instances  area, um2  share of cell area
Timing Repair Buffer                 1492      12300              0.0168
Clock buffer                         1948      42200              0.0578
Inverter                               32        171            0.000235
Antenna cell                          445       1110             0.00153
Tap cell                            28245      35300              0.0484
Sequential cell                     16542     496000               0.679
Multi-Input combinational cell      11022     134000               0.184
Clock inverter                        948       8890              0.0122
cell families after synthesis:
| kind of cell | count (synthesis) |
|---|---|
| DFF | 16542 |
| muxes | 5343 |
| and+or+nand+nor | 3253 |
| AOI/OAI and AO/OA | 2341 |
| buffers and inverters | 1978 |
| xor gates and xnor gates | 68 |
| adders and majority gates | 16 |
| other | 1 |
timing repair:
item,in CTS,in global routing
hold buffers,1,0
endpoints found under the hold margin,1,0
setup endpoints to repair,0,0
stage by stage:
stage               instances  setup WS [ns]  power, W  area (um2)
floorplan               29542          19.04    0.0166      640000
global placement        57329          37.62    0.0166      678000
detailed placement      57331          37.61    0.0166      678000
CTS                     60228          37.85    0.0284      729000
global route            60398          37.70    0.0290      729000
finish                  60674          37.79    0.0283      730000
worst paths after layout:
check	from	to	slack (ns)	cells after the start
worst min register to register	trig_mask[6]$_DFFE_PP_	triggered$_SDFFE_PP0P_	0.14	4
min in group clk1	uart0.uart_rxd1$_DFF_P_	uart0.uart_rxd2$_DFF_P_	0.32	0
max in group clk1	reset	uart0.rxd_reg[0]$_DFFE_PP_	38.05	6
worst min-delay path	trig_mask[6]$_DFFE_PP_	triggered$_SDFFE_PP0P_	0.14	4
worst max register to register	read_adr[1]$_DFFE_PP_	ram0.dat_a[0]$_DFF_P_	40.07	18
worst max-delay path	uart0.uart_txd$_SDFFE_PP1P_	uart_txd	37.79	1
Power is estimated from default activity; no workload was simulated.
